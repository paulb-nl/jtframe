**/design/flow/config.mk**
```make
export PLATFORM = sky130hd
export DESIGN_NAME = jtframe_credits
export DESIGN_NICKNAME = jtframe_credits
export VERILOG_FILES = /design/flow/design.v
export SDC_FILE = /design/flow/constraint.sdc
export NUM_CORES = 4
export LEC_CHECK = 1
export CORE_UTILIZATION = 50
export SYNTH_HDL_FRONTEND = slang
export SYNTH_MEMORY_MAX_BITS = 65536
```
**/design/flow/constraint.sdc**
```tcl
current_design jtframe_credits

set clk_period 1.8
set clk_io_pct 0.2

create_clock -name clk0 -period $clk_period [get_ports {clk}]

set non_clock_inputs [all_inputs -no_clocks]
set_input_delay [expr $clk_period * $clk_io_pct] -clock clk0 $non_clock_inputs
set_output_delay [expr $clk_period * $clk_io_pct] -clock clk0 [all_outputs]
```
**/design/flow/design.v**
```verilog
module jtframe_sh #(parameter width=5, stages=24 )
(
    input                           clk,
    input                           clk_en,
    input       [width-1:0]         din,
    output      [width-1:0]         drop
);
reg [stages-1:0] bits[width-1:0];
localparam WM = stages>1 ? stages-2 : 0;
generate
    genvar i;
    for (i=0; i < width; i=i+1) begin: bit_shifter
        always @(posedge clk) if(clk_en) begin
                bits[i] <= {bits[i][WM:0], din[i]};
            end
        assign drop[i] = bits[i][stages-1];
    end
endgenerate
endmodule
module jtframe_ram #(parameter dw=8, aw=10,
        simfile="", simhexfile="",
        synfile="", synbinfile="",
        cen_rd=0)(
    input   clk,
    input   cen  ,
    input   [dw-1:0] data,
    input   [aw-1:0] addr,
    input   we,
    output reg [dw-1:0] q
);
(* ramstyle = "no_rw_check" *) reg [dw-1:0] mem[0:(2**aw)-1];
initial if(synfile!="" )$readmemh(synfile,mem);
initial if(synbinfile!="" )$readmemb(synbinfile,mem);
always @(posedge clk) begin
    if( !cen_rd || cen ) q <= mem[addr];
    if( cen && we) mem[addr] <= data;
end
endmodule
module jtframe_credits #(
    parameter        PAGES  = 1,
                     COLW   = 4,        
    parameter [11:0] PAL0   = { 4'hf, 4'h0, 4'h0 },   
    parameter [11:0] PAL1   = { 4'h0, 4'hf, 4'h0 },   
    parameter [11:0] PAL2   = { 4'h3, 4'h3, 4'hf },   
    parameter [11:0] PAL3   = { 4'hf, 4'hf, 4'hf },   
    parameter        BLKPOL = 1'b1,  
    parameter        SPEED  = 2      
) (
    input               rst,
    input               clk,
    input               pxl_cen,
    input               HB,
    input               VB,
    input [COLW*3-1:0]  rgb_in,
    input               enable,  
    input               toggle,  
    input               fast_scroll,
    input [1:0]         rotate,
    output reg              HB_out,
    output reg              VB_out,
    output reg [COLW*3-1:0] rgb_out
);
localparam MSGW  = PAGES == 1 ? 10 :
                   (PAGES == 2 ? 11 :
                   (PAGES > 2 && PAGES <=4 ? 12 :
                   (PAGES > 5 && PAGES <=8 ? 13 : 14 )));  
localparam VPOSW = MSGW-2;
localparam HPOSW = 9;
localparam [VPOSW-1:0] MAXVISIBLE = PAGES*32*8-1;
    localparam [8:0] HSTART=9'h0;
reg  [HPOSW-1:0]  hn;
reg  [VPOSW-1:0]  scrpos, vdump, vdump1;
reg  [8:0]        vrender;
wire [8:0]        scan_data;
wire [7:0]        font_data;
reg  [MSGW-1:0]   scan_addr;
wire [9:0]        font_addr = {scan_data[6:0],
                        rotate==2'b11 ? (~vdump[2:0]+3'd1) : vdump[2:0] };
wire              visible = vrender < MAXVISIBLE;
reg               last_toggle, last_enable;
reg               show, hide;
wire              hvisible;
jtframe_ram #(.dw(9), .aw(MSGW),.synbinfile("msg.bin")) u_msg(
    .clk    ( clk       ),
    .cen    ( 1'b1      ),
    .data   ( 9'd0      ),
    .addr   ( scan_addr ),
    .we     ( 1'b0      ),
    .q      ( scan_data )
);
jtframe_ram #(.aw(10),.synfile("font0.hex")) u_font(
    .clk    ( clk       ),
    .cen    ( 1'b1      ),
    .data   ( 8'd0      ),
    .addr   ( font_addr ),
    .we     ( 1'b0      ),
    .q      ( font_data )
);
reg  [1:0]      pal;
reg  [2:0]      pxl;
localparam SCROLL_EN = MSGW > 10;
wire hb = BLKPOL ? HB : ~HB;
wire vb = BLKPOL ? VB : ~VB;
reg [7:0] pxl_data;
wire tate      = rotate[0],
     tate_flip = rotate==2'b11;
reg last_hb, last_vb;
reg [3:0] scr_base;
wire hb_edge = hb && !last_hb;
always @(posedge clk) if(pxl_cen) begin
    if( tate || hb_edge ) begin
        vdump1  <= scrpos + (tate ? (hn-HSTART) : vrender);
        vdump   <= vdump1;
    end
end
wire [VPOSW-1:3] vidx_flip = (~vdump[VPOSW-1:3])+1'd1;
always @(posedge clk) begin
    if( rst ) begin
        hn       <= HSTART;
        scrpos   <= {VPOSW{1'b0}};
        vrender  <= 8'd0;
        scr_base <= 4'd0;
    end else if(pxl_cen) begin
        last_hb <= hb;
        last_vb <= vb;
        if( hb_edge ) begin
            hn      <= HSTART;
            vrender <= vrender + 8'd1;
        end else if( !hb ) begin
            hn <= hn + 9'd1;
        end
        if( enable && !last_enable ) begin
            scrpos <=  tate_flip ? MAXVISIBLE : {VPOSW{1'b0}};
        end else begin
            if ( vb ) begin
                vrender  <= 0;
                if( !last_vb && SCROLL_EN ) begin
                    if( scr_base == SPEED || scrpos>MAXVISIBLE || fast_scroll ) begin
                        scrpos <= tate_flip ? (scrpos-1'b1) : (scrpos + 1'b1);
                        scr_base <= 4'd0;
                    end else scr_base <= scr_base + 4'd1;
                end
            end
        end
            scan_addr <= tate ?
                { rotate[1] ? vidx_flip : vdump[VPOSW-1:3], vrender[7:3]^{5{~rotate[1]}} } :
                { vdump[VPOSW-1:3], hn[7:3] };
        if( tate ) begin
            pxl <= { scan_data[8:7], font_data[ vrender[2:0] ^{3{rotate[1]}} ] };
        end else begin
            pxl <= { pal, pxl_data[7] };
            if( hn[2:0]==3'd1 ) begin
                pal      <= scan_data[8:7];
                pxl_data <= font_data;
            end else begin
                pxl_data <= pxl_data << 1;
            end
        end
    end
end
wire [11:0] obj_pxl = ~12'h0;
wire        obj_ok  = 1'b0;
localparam R1 = COLW*3-1;
localparam R0 = COLW*2;
localparam G1 = COLW*2-1;
localparam G0 = COLW;
localparam B1 = COLW-1;
localparam B0 = 0;
reg [COLW*3-1:0] old1, old2;
reg [3:0]        blanks;
wire [COLW*3-1:0] dim = { 1'b0, old2[R1:R0+1], 1'b0, old2[G1:G0+1], 1'b0, old2[B1:B0+1] };
function [COLW*3-1:0] extend;
    input [11:0] rgb4;
    extend =
        COLW==5 ? {
            rgb4[11:8], rgb4[11],
            rgb4[7:4],  rgb4[7],
            rgb4[3:0],  rgb4[3]
        } : (
        COLW==4 ? rgb4 :
        {
            rgb4[11:8], rgb4[11:8],
            rgb4[7:4],  rgb4[7:4],
            rgb4[3:0],  rgb4[3:0]
        });
endfunction
always @(posedge clk, posedge rst) begin
    if( rst ) begin
        show        <= 0;
        hide        <= 0;
        last_toggle <= 0;
        last_enable <= 0;
    end else begin
        last_enable <= enable;
        last_toggle <= toggle;
        if( enable ) begin
            show <= ~hide;
            if( toggle && !last_toggle ) begin
                hide <= ~hide;
            end
        end else show <= 0;
    end
end
jtframe_sh #(.width(1),.stages(3)) u_hnsh(
    .clk    ( clk       ),
    .clk_en ( pxl_cen   ),
    .din    ( hn[8]     ),
    .drop   ( hvisible  )
);
always @(posedge clk) if(pxl_cen) begin
    old1 <= rgb_in;
    old2 <= old1;
    { blanks, HB_out, VB_out } <= { HB, VB, blanks };
    if( !show || hvisible || !VB )
        rgb_out <= old2;
    else begin
        if( (!pxl[0] && !obj_ok) || !visible
              ) begin
            rgb_out            <= dim;
        end else begin
            if( pxl[0] || tate ) begin  
                case( pxl[2:1] )
                    2'd0: rgb_out <= extend(PAL0);
                    2'd1: rgb_out <= extend(PAL1);
                    2'd2: rgb_out <= extend(PAL2);
                    2'd3: rgb_out <= extend(PAL3);
                endcase
            end else rgb_out <= extend(obj_pxl);  
        end
    end
    if( vb || hb ) rgb_out <= 0;
end
endmodule
```
**/design/flow/run.sh**
```bash
#!/bin/bash
# OpenROAD 26Q1-2900-gdf79404cd8, Yosys 0.63+post, stock flow scripts
make -C /OpenROAD-flow-scripts/flow DESIGN_CONFIG=/design/flow/config.mk WORK_HOME=/design/flow/orfs finish
```
==> metrics.yaml <==
rsz0062_at_grt: "false"
synth_area_um2: 1344
cp_slowest_cell: "clkdlybuf4s50_1"
dpl.hpwl_um: 870.7
syn_inst: 56
postCtsHoldBufs: 0
fillers: 167
drv_slew: 0
min_to: "blanks[1]"
cp-end-kind: "output pin"
reg2regPathDepth: 1
finalSetupViolCount: 0
skew_ns: 0.006247
worst-path-buf-inv: 1
postCtsSetupRepairBufs: 0
wire_per_inst_um: 10.93
slowest_delay_ns: 0.46
worstMarginPinSlew_ns: 0.5386
antenna_found_initial: 0
dieHeight_um: 53.84
cp_data_required_time_ns: 1.44
power_density_nw_per_um2: 955.6
totalWireLength_mm: 1.334
ys_cells: 56
holdPathStages: 0
grt_pass1_wl_mm: 1.945
avgSynthCellArea_um2: 24.00
dr_total_vias: 571
grt_util_all_layers_pct: 10.94
vdd_drop_max_uv: 694.0
crit_fanout: 1
globalplace.congestion: 0.6971
path_cells: "clkdlybuf4s50_1"
core_area_um2: 2500
yosysUniqueCellTypes: 4
arrival_ns: 1.13
fp_util_pct: 53.75
setup_tns_ns: 0
worstSkewPairLatency_ns: 0.33
worst-path-stages: 1
viasPerCell: 4.680
startpoint_type: "flop"
lay_top_cells: "edfxtp_1 (42), clkdlybuf4s50_1 (28), and2_1 (12), clkbuf_4 (5), clkinv_2 (2)"
area_delta_synth_final_pct: 28.77
clock_sinks: 42
hold_class: "reg -> reg"
path_class: "reg -> out"
slew_headroom_pct: 63.96
layout_min_cycle_time_ns: 1.493
io_pins: 36
max_freq_mhz: 669.7
layout-drive-gt1-share_pct: 9.783
yosys_warnings: 0
hold_violations: 0
grt_max_degree: 25
cts_buffer_depth: 2
drv_cap: 0
drt_pass1_iterations: 3
chipWidth_um: 53.84
grt_pass1_vias: 434
numCtsBuffers: 5
rr_endpoint: "rgb_out[9]"
cts_max_level: 2
hp-start: "blanks[3]"
cts_tree: "yes"
synth_flop_count: 42
lay_top_count: "edfxtp_1"
root_buffer: "clkbuf_4"
r2r_slack_ns: 1.03
postSynthSeqShare_pct: 93.85
drc: 0
first_iter_violations: 6
post_cts_resized: 0
cellLeakagePower_nw: 0.6039
fin_crit_sh_pct: 82.96
insertedDiodeCount: 0
outcome: "finished, final reports clean"
die_area_um2: 2899
port_buffers: 29
postRouteAntennaNets: 0
warning_count: 32
std_cell_rows: 18
final_util_pct: 69.22
worstReg2RegStart: "old2[9]"
path_delay_family: "buffers and inverters"
grt-ovfl-total: 0
clk_pin_slew_worst_paths_ns: 0.11
yosysChipArea_um2: 1344
sequential cells by signal, indices dropped and copies added (netlist names):
register and cells:
old2 12, HB_out 1, old1 12, blanks 4, VB_out 1, rgb_out 12
metal layers:
metal	global-route usage, %	vias to the layer above	part of all wire [%]
li1	-	282	-
met1	20.12	257	41
met2	13.37	28	47
met3	5.444	4	9.9
met4	3.070	0	2.5
met5	0	-	0
kinds of logic after synthesis:
| kind of cell | after synthesis | share of synthesized area (%) |
|---|---|---|
| buf+inv | 1 | 0.2791 |
| flops | 42 | 93.85 |
| simple gates | 13 | 5.866 |
cell type report:
cell class                      count  area [um^2]  area share, %
Multi-Input combinational cell     13        78.83          4.555
Sequential cell                    42         1261          72.89
Timing Repair Buffer               30        305.3          17.64
Clock buffer                        5        37.54          2.169
Clock inverter                      2        10.01         0.5785
Tap cell                           30        37.54          2.169
synth_stat cells, drive strengths merged:
cell / instances / area, um^2
edfxtp: 42 / 1261
and2: 12 / 75.07
clkbuf: 1 / 3.750
nor2: 1 / 3.750
worst max-delay path by stage:
stage,from,to,slack [ns]
final,rgb_out[11],rgb_out[11],0.31
after global routing,HB_out,HB_out,0.23
after CTS,rgb_out[11],rgb_out[11],0.28
report_power, final:
group / internal [mW] / total [mW] / switching [mW] / leakage (nW)
clock network: 0.140 / 0.398 / 0.257 / 0.0308
registers: 1.15 / 1.16 / 0.0133 / 0.416
logic: 0.0643 / 0.0918 / 0.0275 / 0.157
total: 1.36 / 1.65 / 0.298 / 0.604
metrics by stage:
stage                     cells  power, mW  setup slack [ns]  cell area, um^2  hold slack (ns)
after floorplan              56      1.190            0.8507             1344           0.4003
after global placement      115      1.276            0.2274             1683           0.4008
after detailed placement    115      1.281            0.1909             1683           0.4045
after CTS                   122      1.674            0.2826             1730           0.4286
after global routing        122      1.729            0.2267             1730           0.4369
final                       122      1.654            0.3068             1730           0.4267
No activity file was given, so power comes from the tool's default toggle rates.
